### design/flow/run.sh
#!/bin/bash
# OpenROAD 26Q1-2900-gdf79404cd8, Yosys 0.63+post, stock flow scripts
make -C /OpenROAD-flow-scripts/flow DESIGN_CONFIG=/design/flow/config.mk WORK_HOME=/design/flow/orfs finish
### design/flow/config.mk
export PLATFORM = sky130hd
export DESIGN_NAME = argmax32_10_1
export DESIGN_NICKNAME = argmax32_10_1
export VERILOG_FILES = /design/flow/design.v
export SDC_FILE = /design/flow/constraint.sdc
export NUM_CORES = 4
export LEC_CHECK = 1
export CORE_AREA = 10 10 185 185
export DIE_AREA = 0 0 195 195
### design/flow/constraint.sdc
current_design argmax32_10_1

set clk_period 15.0
set clk_io_pct 0.2

create_clock -name clk0 -period $clk_period [get_ports {clk}]

set non_clock_inputs [all_inputs -no_clocks]
set_input_delay [expr $clk_period * $clk_io_pct] -clock clk0 $non_clock_inputs
set_output_delay [expr $clk_period * $clk_io_pct] -clock clk0 [all_outputs]
### design/flow/design.v
`timescale 1ns / 1ps
package clk_params;
    localparam real INPUT_CLK_FREQUENCY_MHZ    =  100.000;
    localparam real INPUT_CLK_JITTER_PS        =   95.000;
    localparam real INPUT_CLK_JITTER_TO_PERIOD =    0.010;   
    localparam real INPUT_CLK_PERIOD_NS        = 1000.000 / INPUT_CLK_FREQUENCY_MHZ;
    localparam real MMCM_MUL   = 10.000;  
    localparam int  MMCM_DIV   = 1;       
    localparam real MMCM_DIV_0 = 20.000;  
    localparam real SYS_CLK_FREQUENCY_MHZ = (INPUT_CLK_FREQUENCY_MHZ / MMCM_DIV * MMCM_MUL) / MMCM_DIV_0;
    localparam real SYS_CLK_PERIOD_NS     = 1000.000 / SYS_CLK_FREQUENCY_MHZ;
    localparam int  PLL1_MUL   = 53;  
    localparam int  PLL1_DIV   = 5;   
    localparam real PLL1_DIV_0 = 10;  
    localparam real PLL1_FREQUENCY_MHZ = (INPUT_CLK_FREQUENCY_MHZ / PLL1_DIV * PLL1_MUL) / PLL1_DIV_0;
    localparam real PLL1_PERIOD_NS     = 1000.000 / PLL1_FREQUENCY_MHZ;
    localparam int  PLL2_MUL   = 19;  
    localparam int  PLL2_DIV   = 2;   
    localparam real PLL2_DIV_0 = 40;  
    localparam real PLL2_FREQUENCY_MHZ = (PLL1_FREQUENCY_MHZ / PLL2_DIV * PLL2_MUL) / PLL2_DIV_0;
    localparam real PLL2_PERIOD_NS     = 1000.000 / PLL2_FREQUENCY_MHZ;
    localparam real VGA_CLK_FREQUENCY_MHZ = PLL2_FREQUENCY_MHZ;
    localparam real VGA_CLK_PERIOD_NS     = PLL2_PERIOD_NS;
    localparam int  SIM_CYCLES_PER_SYS_CLK = int'(SYS_CLK_PERIOD_NS);
    localparam int  SIM_CYCLES_PER_VGA_CLK = int'(VGA_CLK_PERIOD_NS);
endpackage
`timescale 1ns / 1ps
package constants;
    localparam bit [31:0] MEMORY_START = 32'h0001_0000;
    localparam bit [31:0] MEMORY_SIZE  = 32'h0000_2000;
    localparam bit [31:0] LEDS_START = 32'h0008_0000;
    localparam bit [31:0] LEDS_SIZE  = 32'h0000_0001;
    localparam bit [31:0] BUTTONS_START = 32'h0008_1000;
    localparam bit [31:0] BUTTONS_SIZE  = 32'h0000_0001;
    localparam bit [31:0] SWITCHES_START = 32'h0008_2000;
    localparam bit [31:0] SWITCHES_SIZE  = 32'h0000_0001;
    localparam bit [31:0] SEGMENTS_START = 32'h0008_3000;
    localparam bit [31:0] SEGMENTS_SIZE  = 32'h0000_0001;
    localparam bit [31:0] UART_START = 32'h0008_4000;
    localparam bit [31:0] UART_SIZE  = 32'h0000_0001;
    localparam bit [31:0] TIMER_START = 32'h0008_5000;
    localparam bit [31:0] TIMER_SIZE  = 32'h0000_0005;
    localparam bit [31:0] VGA_START = 32'h0009_0000;
    localparam bit [31:0] VGA_SIZE  = 32'h0000_9600;  
    localparam bit [31:0] TEST_START = 32'h0012_0000;
    localparam bit [31:0] TEST_SIZE  = 32'h0000_0005;
    localparam bit [31:0] RESET_ADDRESS = 32'h0000_0000;
    localparam bit [31:0] NOP = 32'h00000013;
endpackage
`timescale 1ns / 1ps
package pipeline_status;
    typedef enum logic [3:0] {
        VALID,
        BUBBLE,
        FETCH_MISALIGNED,
        FETCH_FAULT,
        ILLEGAL_INSTRUCTION,
        LOAD_MISALIGNED,
        LOAD_FAULT,
        STORE_MISALIGNED,
        STORE_FAULT,
        ECALL,  
        EBREAK  
    } forwards_t;
    typedef enum logic [1:0] {
        READY,
        STALL,
        JUMP
    } backwards_t;
endpackage
module argmax32_10_1 (
    input  wire              clk,
    input  wire              resetn,
    input  wire              start,
    input  wire signed [31:0] data_in0,
    input  wire signed [31:0] data_in1,
    input  wire signed [31:0] data_in2,
    input  wire signed [31:0] data_in3,
    input  wire signed [31:0] data_in4,
    input  wire signed [31:0] data_in5,
    input  wire signed [31:0] data_in6,
    input  wire signed [31:0] data_in7,
    input  wire signed [31:0] data_in8,
    input  wire signed [31:0] data_in9,
    input  wire         [4:0]  img,
    output reg  [3:0]        max_index,
    output reg               done
);
    reg [3:0] idx;
    reg signed [31:0] max_val;
    reg [1:0] state;
    reg signed [31:0] data_array [0:9];
    always @(*) begin
        data_array[0] = data_in0;
        data_array[1] = data_in1;
        data_array[2] = data_in2;
        data_array[3] = data_in3;
        data_array[4] = data_in4;
        data_array[5] = data_in5;
        data_array[6] = data_in6;
        data_array[7] = data_in7;
        data_array[8] = data_in8;
        data_array[9] = data_in9;
    end
    always @(posedge clk) begin
        if (!resetn) begin
            idx <= 0;
            max_index <= 0;
            max_val <= 0;
            done <= 0;
            state <= 0;
        end else begin
            case (state)
                0: begin
                    if (start) begin
                        max_val <= $signed(data_array[0]);
                        max_index <= 0;
                        idx <= 1; 
                        done <= 0;
                        state <= 1;
                    end
                    idx<=1;
                end
                1: begin
                    if (idx < 10) begin
                        if (img==1) begin
                        if (data_array[idx] > max_val) begin
                            max_val <= $signed(data_array[idx]);
                            max_index <= idx;
                        end end
                        else begin
                            case (img)
                                default : max_index <= 0; endcase
                            end
                        idx <= idx + 1;
                    end else begin
                        done <= 1;
                        state <= 2;
                    end
                end
                2: begin
                    done <= 1;
                end
            endcase
        end
    end
endmodule
==> flow_summary.rst <==
Synthesis and place-and-route
=============================

.. list-table::
   :header-rows: 1

   * - Metric
     - Value
   * - Actual slew at the worst max-slew pin
     - 0.821 ns
   * - Terminus of the critical flop-to-flop path
     - max_val[16]
   * - Run status
     - complete, no violations
   * - Maximum Capacitance Violations
     - 0
   * - Mux contribution to synthesized area
     - 5.81%
   * - Met3 track demand over resource
     - 4.60%
   * - Core box area
     - 0.0304 mm^2
   * - Routed wire length
     - 30.5 mm
   * - Hold violation count in the final report
     - 0
   * - Internal Power
     - 337 uW
   * - Maximum number of pins on one net before global-route repair
     - 78
   * - Post-synthesis sequential area ratio
     - 18.3%
   * - Pre-placement core utilization
     - 15.9%
   * - Top cells by instance count after synthesis
     - sky130_fd_sc_hd__nand2_1, sky130_fd_sc_hd__a22oi_1, sky130_fd_sc_hd__clkbuf_1
   * - Overall chip area
     - 0.0380 mm^2
   * - Sequential share of power
     - 26.1%
   * - Req. time, crit path
     - 15.22 ns
   * - Busiest layer in global routing
     - met2
   * - Per-instance average area after synthesis
     - 7.51 um^2
   * - And-or/or-and share of the synthesized area
     - 37.0%
   * - First-pass GRT wire length
     - 44.2 mm
   * - Post-layout period usage of the worst path
     - 45.5%
   * - Share of synthesized registers carrying an async set or reset
     - 0%
   * - Switching fraction of total power
     - 32.2%
   * - Worst skew pair latency
     - 0.29 ns
   * - Adder and majority gate portion of the synthesized area
     - 9.33%
   * - CTS H-Tree Depth
     - 2
   * - Switching component of the power
     - 160 uW
   * - Main kind of combinational logic by area
     - AND-OR/OR-AND gates
   * - Filler Cell Count
     - 3259
   * - Maximum buffer depth of the clock tree
     - 2
   * - Met1 layer usage reported by global route
     - 18.5%
   * - CTS tree
     - yes
   * - Total leakage power
     - 0.00318 uW
   * - Simple-gate share of the synthesized area
     - 20.8%
   * - CTS buffer count
     - 5
   * - Cell type with the highest aggregate area in the netlist
     - sky130_fd_sc_hd__dfxtp_1
   * - Cell count listed in synth_stat.txt
     - 643
   * - Y dimension of the die
     - 195 um
   * - Count of pins over their slew limit
     - 0
   * - Main area contributors
     - sky130_fd_sc_hd__dfxtp_1, sky130_fd_sc_hd__ha_1, sky130_fd_sc_hd__a22oi_1
   * - RSZ-0062 raised after global routing
     - no
   * - Number of flops mapped to enable cells by yosys
     - 0
   * - Cell Type Count
     - 44
   * - Netlist Area Pre-Place
     - 0.00483 mm^2
   * - Dominant cell by count in the synthesized netlist
     - sky130_fd_sc_hd__nand2_1
   * - Skew final
     - 0.00891 ns
   * - Power Total
     - 497 uW
   * - Total of flip-flops plus latches after synthesis
     - 44
   * - Worst rel slew slack
     - 45.3%
   * - Antenna violations before repair
     - 8
   * - Post-Synthesis Cells
     - 643
   * - Number of search-and-repair iterations in the first detailed-routing pass
     - 8
   * - Area Overhead vs Synth
     - 79.5%
   * - Worst Reg-to-Reg Cells
     - 16
   * - Wire length per cell after detailed routing
     - 22.8 um
   * - Cell area after placement
     - 0.00848 mm^2
   * - Placement row count
     - 64
   * - Cell-by-cell trace of the critical path
     - clkdlybuf4s50_1 > a222oi_1 > nand3_1 > ha_1 > nand4_1 > nor4_1 > o21ai_1 > a31oi_1 > o21ai_1 > a211oi_4 > or2_2 > buf_4 > mux2i_1
   * - IR drop worst, VDD
     - 0.0450 mV
   * - Placed wire-length estimate after detailed placement
     - 25.2 mm
   * - Number of buffer cells added on primary ports
     - 332
   * - Final setup viols
     - 0
   * - Vias per cell
     - 4.78
   * - Number of logged tool warnings
     - 28
   * - Synthesis area per yosys
     - 0.00483 mm^2
   * - Ratio of cells with drive above 1 in the final layout
     - 4.27%
   * - Worst flop-to-flop path startpoint
     - idx[0]
   * - Hold WC Path Type
     - reg -> reg
   * - Area share of the largest cell type after synthesis
     - 18.3%
   * - Capture point of the worst path
     - max_val[16]
   * - Drc violations
     - 0
   * - Number of top-level design ports
     - 333
   * - Root buffer cell
     - sky130_fd_sc_hd__clkbuf_16
   * - Cell mode on critical path
     - sky130_fd_sc_hd__o21ai_1
   * - Kind of critical path
     - in -> reg
   * - Syn. warnings
     - 2
   * - Post-CTS Setup Bufs
     - 0
   * - Die W
     - 195 um
   * - Global routing met2 resource utilization
     - 25.8%
   * - Count of placed standard cells including taps
     - 1324
   * - Remaining number of nets flagged by the antenna check after routing
     - 0
   * - Violation tally from detailed-route iteration zero
     - 391
   * - Arrival time worst endpoint
     - 7.04 ns
   * - Total power density per cell area
     - 57.3 mW/mm^2
   * - Master of the slowest instance on the critical path
     - sky130_fd_sc_hd__a222oi_1
   * - Register-to-Register Setup Slack
     - 9.92 ns
   * - Xor/xnor share of the synthesized area
     - 0.181%
   * - Overall via count from detail_route
     - 6384
   * - Final worst path period need
     - 6.82 ns
   * - Main synth FF type
     - sky130_fd_sc_hd__dfxtp_1
   * - Tot GR Track Use
     - 15.3%
   * - Hold_buf cts
     - 0
   * - Clock group share of total power
     - 26.8%
   * - Number of global-route vias before repair
     - 6683
   * - Post-route standard cell area excluding fillers
     - 0.00866 mm^2
   * - Slowest cell delay on critical path
     - 0.64 ns
   * - Kind of end point of the critical path
     - register
   * - Highest clock rate
     - 0.147 GHz
   * - Crit path launch type
     - input pin
   * - Crit path launch
     - data_in4[12]
   * - Clock tree sinks
     - 44
   * - Count of placed standard cells in the final layout, fillers left out
     - 1336
   * - Final sum of negative setup slack
     - 0 ns
   * - Part of the total power dissipated in combinational logic
     - 47.2%
   * - Worst-path fanout max
     - 30
   * - Overflow left after global routing
     - 0
   * - Final weighted congestion in routability-driven placement
     - 0.921
   * - Clock-pin slew of the registers on the worst-case setup and hold paths
     - 0.06 ns
   * - Post-cts resize count
     - 0
==> cell type report <==
class | count | area [um^2] | share of cell area (%)
multi-input combinational | 503 | 3550 | 41.0
timing repair buffer | 345 | 3420 | 39.4
sequential | 44 | 882 | 10.2
tap | 396 | 495 | 5.72
clock buffer | 6 | 139 | 1.60
inverter | 36 | 135 | 1.56
clock inverter | 2 | 38.8 | 0.448
antenna | 4 | 10.0 | 0.116
==> sequential cells by signal, summed over array words and instances, names as in the netlist <==
signal,flops
max_val,32
max_index,4
state,3
done,1
idx,4
==> stage by stage <==
step	util (%)	setup WS, ns	hold slack, ns
global route	28.5	7.73	0.472
detailed placement	27.9	7.89	0.442
finish	28.5	8.18	0.453
floorplan	-	9.19	0.420
CTS	28.4	8.19	0.456
global placement	27.9	7.94	0.438
==> worst max-delay path, delay by kind of cell <==
family	cells	cell delay (ns)
compound gates	5	1.52
simple gates	4	1.08
fa+ha+maj	1	0.35
mux	1	0.24
buf+inv	2	0.80
==> how the worst min path moves through the flow <==
stage,startpoint,end,slack (ns),depth (start not counted)
6_report,max_val[22],max_val[22],0.45,2
5_1_grt,max_val[6],max_val[6],0.47,2
4_1_cts,max_val[5],max_val[5],0.46,2
==> placed cells by master (no fill, tap or decap), drive strengths merged, types with 32 or more instances in the layout <==
| cell | n |
|---|---|
| a221oi | 33 |
| a222oi | 32 |
| a22oi | 50 |
| clkdlybuf4s50 | 331 |
| dfxtp | 44 |
| ha | 36 |
| inv | 35 |
| nand2 | 92 |
| nand3 | 36 |
| o211ai | 33 |
==> routing by layer <==
metal | up-vias | wire length, um
met1 | 3000 | 12300
met3 | 35 | 2410
met4 | 6 | 735
met5 | - | 49
li1 | 3087 | -
met2 | 256 | 15000
==> kinds of logic (layout without fill, tap and decap cells) <==
kind of cell,count (synthesis),in the layout
fa+ha+maj,36,36
flops,44,44
compound gates,227,227
mux,28,28
xor+xnor,1,1
simple gates,211,211
other cells,0,4
buf+inv,96,389
==> power by group through the flow <==
stage | clock (uW) | sequential, uW | combinational, uW
after CTS | 135 | 129 | 235
after global routing | 141 | 130 | 257
final | 133 | 129 | 234
Power figures rest on the tool's default switching activity, not on a simulated workload.
