### flow/config.mk
export PLATFORM = sky130hd
export DESIGN_NAME = argmax64_10
export DESIGN_NICKNAME = argmax64_10
export VERILOG_FILES = /design/flow/design.v
export SDC_FILE = /design/flow/constraint.sdc
export NUM_CORES = 4
export LEC_CHECK = 1
export CORE_AREA = 10 10 255 255
export DIE_AREA = 0 0 265 265
### flow/constraint.sdc
current_design argmax64_10

set clk_period 29.8
set clk_io_pct 0.2

create_clock -name clk0 -period $clk_period [get_ports {clk}]

set non_clock_inputs [all_inputs -no_clocks]
set_input_delay [expr $clk_period * $clk_io_pct] -clock clk0 $non_clock_inputs
set_output_delay [expr $clk_period * $clk_io_pct] -clock clk0 [all_outputs]
### flow/design.v
`timescale 1ns / 1ps
package clk_params;
    localparam real INPUT_CLK_FREQUENCY_MHZ    =  100.000;
    localparam real INPUT_CLK_JITTER_PS        =   95.000;
    localparam real INPUT_CLK_JITTER_TO_PERIOD =    0.010;   
    localparam real INPUT_CLK_PERIOD_NS        = 1000.000 / INPUT_CLK_FREQUENCY_MHZ;
    localparam real MMCM_MUL   = 10.000;  
    localparam int  MMCM_DIV   = 1;       
    localparam real MMCM_DIV_0 = 20.000;  
    localparam real SYS_CLK_FREQUENCY_MHZ = (INPUT_CLK_FREQUENCY_MHZ / MMCM_DIV * MMCM_MUL) / MMCM_DIV_0;
    localparam real SYS_CLK_PERIOD_NS     = 1000.000 / SYS_CLK_FREQUENCY_MHZ;
    localparam int  PLL1_MUL   = 53;  
    localparam int  PLL1_DIV   = 5;   
    localparam real PLL1_DIV_0 = 10;  
    localparam real PLL1_FREQUENCY_MHZ = (INPUT_CLK_FREQUENCY_MHZ / PLL1_DIV * PLL1_MUL) / PLL1_DIV_0;
    localparam real PLL1_PERIOD_NS     = 1000.000 / PLL1_FREQUENCY_MHZ;
    localparam int  PLL2_MUL   = 19;  
    localparam int  PLL2_DIV   = 2;   
    localparam real PLL2_DIV_0 = 40;  
    localparam real PLL2_FREQUENCY_MHZ = (PLL1_FREQUENCY_MHZ / PLL2_DIV * PLL2_MUL) / PLL2_DIV_0;
    localparam real PLL2_PERIOD_NS     = 1000.000 / PLL2_FREQUENCY_MHZ;
    localparam real VGA_CLK_FREQUENCY_MHZ = PLL2_FREQUENCY_MHZ;
    localparam real VGA_CLK_PERIOD_NS     = PLL2_PERIOD_NS;
    localparam int  SIM_CYCLES_PER_SYS_CLK = int'(SYS_CLK_PERIOD_NS);
    localparam int  SIM_CYCLES_PER_VGA_CLK = int'(VGA_CLK_PERIOD_NS);
endpackage
`timescale 1ns / 1ps
package constants;
    localparam bit [31:0] MEMORY_START = 32'h0001_0000;
    localparam bit [31:0] MEMORY_SIZE  = 32'h0000_2000;
    localparam bit [31:0] LEDS_START = 32'h0008_0000;
    localparam bit [31:0] LEDS_SIZE  = 32'h0000_0001;
    localparam bit [31:0] BUTTONS_START = 32'h0008_1000;
    localparam bit [31:0] BUTTONS_SIZE  = 32'h0000_0001;
    localparam bit [31:0] SWITCHES_START = 32'h0008_2000;
    localparam bit [31:0] SWITCHES_SIZE  = 32'h0000_0001;
    localparam bit [31:0] SEGMENTS_START = 32'h0008_3000;
    localparam bit [31:0] SEGMENTS_SIZE  = 32'h0000_0001;
    localparam bit [31:0] UART_START = 32'h0008_4000;
    localparam bit [31:0] UART_SIZE  = 32'h0000_0001;
    localparam bit [31:0] TIMER_START = 32'h0008_5000;
    localparam bit [31:0] TIMER_SIZE  = 32'h0000_0005;
    localparam bit [31:0] VGA_START = 32'h0009_0000;
    localparam bit [31:0] VGA_SIZE  = 32'h0000_9600;  
    localparam bit [31:0] TEST_START = 32'h0012_0000;
    localparam bit [31:0] TEST_SIZE  = 32'h0000_0005;
    localparam bit [31:0] RESET_ADDRESS = 32'h0000_0000;
    localparam bit [31:0] NOP = 32'h00000013;
endpackage
`timescale 1ns / 1ps
package pipeline_status;
    typedef enum logic [3:0] {
        VALID,
        BUBBLE,
        FETCH_MISALIGNED,
        FETCH_FAULT,
        ILLEGAL_INSTRUCTION,
        LOAD_MISALIGNED,
        LOAD_FAULT,
        STORE_MISALIGNED,
        STORE_FAULT,
        ECALL,  
        EBREAK  
    } forwards_t;
    typedef enum logic [1:0] {
        READY,
        STALL,
        JUMP
    } backwards_t;
endpackage
module argmax64_10 (
    input  wire              clk,
    input  wire              resetn,
    input  wire              start,
    input  wire signed [63:0] data_in0,
    input  wire signed [63:0] data_in1,
    input  wire signed [63:0] data_in2,
    input  wire signed [63:0] data_in3,
    input  wire signed [63:0] data_in4,
    input  wire signed [63:0] data_in5,
    input  wire signed [63:0] data_in6,
    input  wire signed [63:0] data_in7,
    input  wire signed [63:0] data_in8,
    input  wire signed [63:0] data_in9,
    input  wire         [4:0]  img,
    output reg  [3:0]        max_index,
    output reg               done
);
    reg [3:0] idx;
    reg signed [63:0] max_val;
    reg [1:0] state;
    reg signed [63:0] data_array [0:9];
    always @(*) begin
        data_array[0] = data_in0;
        data_array[1] = data_in1;
        data_array[2] = data_in2;
        data_array[3] = data_in3;
        data_array[4] = data_in4;
        data_array[5] = data_in5;
        data_array[6] = data_in6;
        data_array[7] = data_in7;
        data_array[8] = data_in8;
        data_array[9] = data_in9;
    end
    always @(posedge clk) begin
        if (!resetn) begin
            idx <= 0;
            max_index <= 0;
            max_val <= 0;
            done <= 0;
            state <= 0;
        end else begin
            case (state)
                0: begin
                    if (start) begin
                        max_val <= $signed(data_array[0]);
                        max_index <= 0;
                        idx <= 1; 
                        done <= 0;
                        state <= 1;
                    end
                    idx<=1;
                end
                1: begin
                    if (idx < 10) begin
                        if (img==1) begin
                        if (data_array[idx] > max_val) begin
                            max_val <= $signed(data_array[idx]);
                            max_index <= idx;
                        end end
                        else begin
                            case (img)
                                default : max_index <= 0; endcase
                            end
                        idx <= idx + 1;
                    end else begin
                        done <= 1;
                        state <= 2;
                    end
                end
                2: begin
                    done <= 1;
                end
            endcase
        end
    end
endmodule
### flow/run.sh
#!/bin/bash
# OpenROAD 26Q1-2900-gdf79404cd8, Yosys 0.63+post, stock flow scripts
make -C /OpenROAD-flow-scripts/flow DESIGN_CONFIG=/design/flow/config.mk WORK_HOME=/design/flow/orfs finish
==> impl_metrics.csv <==
group,metric,value,unit
run_status,outcome,"finished, final reports clean",
power_and_ir_drop,combPwrFrac,50.8,%
logic_synthesis,synth_cells,1133,
power_and_ir_drop,swShare,35.3,%
floorplanning,num_rows,89,
detailed_routing,vias,12600,
global_routing,grtUsageTotal,18.8,%
detailed_routing,vias_per_cell,5.08,
final_timing,fmax,0.0914,GHz
detailed_routing,wl,68.8,mm
critical_path,cp-startpoint,"data_in7[15]",
final_timing,tns,0,ns
place,dp_hpwl,57.1,mm
clock_tree,cts_tree,"done",
power_and_ir_drop,power_frac_seq,23.5,%
critical_path,reg2reg_depth,19,
power_and_ir_drop,internal-power,0.324,mW
logic_synthesis,yosys_area,0.00891,sq mm
final_timing,worstMarginPinSlew,0.903,ns
global_routing,grt_max_degree,47,
logic_synthesis,async_flop_share,0,%
critical_path,crit_chain,"clkdlybuf4s50_1 -> a22oi_1 -> nand2_1 -> a221oi_1 -> nand3_1 -> ha_1 -> nand4_1 -> nor4_1 -> a21boi_0 -> o31ai_1 -> a41oi_1 -> or4_4 -> a21bo_4 -> buf_4 -> a221oi_2",
critical_path,timing.rr.start,"idx[1]$_SDFFE_PN0P_",
cells_and_area,syn_to_final_growth,84.9,%
logic_synthesis,edf_count,0,
critical_path,max_stage_delay,0.82,ns
final_timing,clock_skew,0.00683,ns
detailed_routing,drt_iter0_markers,1224,
floorplanning,die_area,0.0702,sq mm
critical_path,cp_max_fo,42,
critical_path,cp.required,30.02,ns
power_and_ir_drop,pwr_density_cell,30.4,mW/mm^2
power_and_ir_drop,clockPowerShare,25.7,%
clock_tree,cts_buffers,9,
critical_path,cpMaxStageDelayCell,"nor4_1",
place,numPortBuffers,652,
cells_and_area,utilization,27.8,%
power_and_ir_drop,power.switching,0.177,mW
critical_path,startpoint_type,"primary input",
logic_synthesis,synth_cell_types,47,
worst_hold_path,hold_start,"max_index[0]$_SDFFE_PN0P_",
final_timing,finalCriticalPeriod,10.94,ns
final_timing,holdWs,0.475,ns
job,cap_viol_max_count,0,
logic_synthesis,yosys_warnings,2,
logic_synthesis,ys_seq_share,17.1,%
power_and_ir_drop,ir_worst_vdd,28.5,uV
logic_synthesis,syn_area_per_cell,7.87,sq um
worst_hold_path,hold_depth,2,
cells_and_area,drive_gt1_share,6.79,%
logic_synthesis,synth_stat.cells,1133,
global_routing,grt_overflow,0,
cells_and_area,seq_area,0.00153,sq mm
job,openroad.warnings,28,
critical_path,path_class,"in -> reg",
final_timing,grt_setup_unrepaired,"false",
final_timing,max_slew_margin,39.3,%
detailed_routing,wl_per_cell,27.7,um
clock_tree,clk_pin_slew,0.06,ns
clock_tree,clk_latency,0.37,ns
floorplanning,io_pins,653,
place,place_congestion,0.902,
critical_path,worstSetupEndpointType,"flip-flop",
clock_tree,cts_root_buf,"clkbuf_16",
clock_tree,clock_path_buffers,2,
global_routing,grt_pass1_vias,12900,
detailed_routing,ant_nets,0,
floorplanning,fp.dieW,265,um
cells_and_area,fillCellCount,6194,
final_timing,period_used_share,36.7,%
clock_tree,cts-resized-gates,0,
global_routing,grt_pass1_wl,94.9,mm
logic_synthesis,synth_area,0.00891,sq mm
detailed_routing,first_pass_iters,9,
floorplanning,coreArea,0.0592,sq mm
detailed_routing,drc,0,
final_timing,setup_viol,0,
floorplanning,die_h,265,um
critical_path,crit_arrival,11.16,ns
final_timing,hold_violations,0,
global_routing,antenna_found_initial,20,
logic_synthesis,ys_ff,76,
logic_synthesis,flop_cell,"dfxtp_1",
floorplanning,fp_util,15.0,%
worst_hold_path,hp-class,"reg -> reg",
clock_tree,postCtsSetupBuffers,0,
clock_tree,htreeDepth,3,
clock_tree,hold_buffers,0,
cells_and_area,logic_area,0.00669,sq mm
clock_tree,clock_sinks,76,
power_and_ir_drop,p_leak,5.72,nW
final_timing,slew_viol_final,0,
[final timing paths]
path	endpoint	slack (ns)
worst max-delay path	max_val[45]$_SDFFE_PN0P_	18.86
worst min-delay path	max_index[0]$_SDFFE_PN0P_	0.48
worst max register to register	max_val[45]$_SDFFE_PN0P_	23.14
worst min register to register	max_index[0]$_SDFFE_PN0P_	0.48
[power by group through the flow]
stage | clock network [mW] | logic, mW | registers [mW]
CTS | 0.134 | 0.256 | 0.118
global route | 0.137 | 0.278 | 0.119
finish | 0.128 | 0.254 | 0.118
[Yosys cell counts, types with 2 or more instances]
cell	count	area (sq um)
a22oi_1	90	676
clkbuf_1	84	315
nand3_1	79	395
nor2_1	77	289
dfxtp_1	76	1520
a221oi_1	70	613
nand2_1	70	263
ha_1	68	851
inv_1	67	251
a222oi_1	63	631
a221oi_2	60	901
o21ai_0	53	265
nand4_1	50	313
a22o_1	41	359
a21boi_0	40	300
a21oi_1	30	150
o22ai_1	23	144
buf_1	13	48.8
buf_2	10	50.1
and2_1	7	43.8
and4_1	6	52.6
buf_8	6	90.1
mux2i_1	6	60.1
a21o_1	4	30.0
nor2b_1	4	25.0
nor4_1	4	25.0
a211oi_1	3	22.5
nor3_1	3	15.0
nor3b_1	3	22.5
a41oi_1	2	17.5
and3_1	2	12.5
nand2b_1	2	12.5
o211ai_1	2	15.0
o31ai_1	2	15.0
[cells by family after synthesis]
logic type               synth area share [%]
AND-OR/OR-AND                            47.2
adder cells (fa/ha/maj)                  9.54
multiplexers                            0.674
flip-flops                               17.1
AND/OR/NAND/NOR                          16.8
buffers and inverters                    8.65
[metal layers]
layer	part of all wire, %	up-vias	GRT usage (%)
li1	-	5797	-
met5	0.060	-	0
met1	43	5990	25.1
met3	9.8	76	5.56
met2	46	763	30.1
met4	2.1	6	3.15
[sequential cells by signal, indices dropped and copies added, names as in the netlist]
| signal | cells |
|---|---|
| max_val | 64 |
| idx | 4 |
| max_index | 4 |
| state | 3 |
| done | 1 |
[stage by stage]
stage | std cells | total power [mW] | worst slack [ns] | instance area (sq um)
after floorplan | 1133 | 0.235 | 20.82 | 8910
after global placement | 2465 | 0.372 | 18.41 | 16100
after detailed placement | 2465 | 0.375 | 18.44 | 16100
after CTS | 2481 | 0.508 | 18.85 | 16500
after global routing | 2482 | 0.534 | 18.59 | 16500
final | 2487 | 0.500 | 18.86 | 16500
[worst max-delay path: cells and delay by family]
| family | cells | cell delay [ns] |
|---|---|---|
| AOI/OAI and AO/OA | 7 | 1.94 |
| and+or+nand+nor | 5 | 1.60 |
| buffers and inverters | 2 | 1.14 |
| adders and majority gates | 1 | 0.36 |
[placed cells by master (no fill, tap or decap), drive strengths merged, types with 6 or more instances in the layout]
cell type      count
and2               7
nand2             70
and4               6
inv               68
a22oi             90
o22ai             23
nand3             80
clkbuf            13
a22o              41
a21boi            40
nand4             50
buf               21
o21ai             55
nor2              77
a221oi           130
clkdlybuf4s50    652
ha                68
diode              6
mux2i              6
a21oi             30
dfxtp             76
a222oi            63
[cell type report]
| class | instances | share of cell area, % |
|---|---|---|
| Inverter | 68 | 1.56 |
| Multi-Input combinational cell | 875 | 40.6 |
| Clock buffer | 13 | 1.64 |
| Clock inverter | 3 | 0.410 |
| Tap cell | 773 | 5.87 |
| Sequential cell | 76 | 9.26 |
| Antenna cell | 6 | 0.0911 |
| Timing Repair Buffer | 673 | 40.6 |
Power and IR drop assume default switching activity.
