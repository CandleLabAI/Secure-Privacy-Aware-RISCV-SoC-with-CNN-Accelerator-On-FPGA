==> /design/flow/config.mk <==
export PLATFORM = sky130hd
export DESIGN_NAME = wishbone_led
export DESIGN_NICKNAME = wishbone_led
export VERILOG_FILES = /design/flow/design.v
export SDC_FILE = /design/flow/constraint.sdc
export NUM_CORES = 4
export LEC_CHECK = 1
export CORE_UTILIZATION = 40
==> /design/flow/constraint.sdc <==
current_design wishbone_led

set clk_period 3.9
set clk_io_pct 0.2

create_clock -name clk0 -period $clk_period [get_ports {clk}]

set non_clock_inputs [all_inputs -no_clocks]
set_input_delay [expr $clk_period * $clk_io_pct] -clock clk0 $non_clock_inputs
set_output_delay [expr $clk_period * $clk_io_pct] -clock clk0 [all_outputs]
==> /design/flow/design.v <==
`timescale 1ns / 1ps
package clk_params;
    localparam real INPUT_CLK_FREQUENCY_MHZ    =  100.000;
    localparam real INPUT_CLK_JITTER_PS        =   95.000;
    localparam real INPUT_CLK_JITTER_TO_PERIOD =    0.010;   
    localparam real INPUT_CLK_PERIOD_NS        = 1000.000 / INPUT_CLK_FREQUENCY_MHZ;
    localparam real MMCM_MUL   = 10.000;  
    localparam int  MMCM_DIV   = 1;       
    localparam real MMCM_DIV_0 = 20.000;  
    localparam real SYS_CLK_FREQUENCY_MHZ = (INPUT_CLK_FREQUENCY_MHZ / MMCM_DIV * MMCM_MUL) / MMCM_DIV_0;
    localparam real SYS_CLK_PERIOD_NS     = 1000.000 / SYS_CLK_FREQUENCY_MHZ;
    localparam int  PLL1_MUL   = 53;  
    localparam int  PLL1_DIV   = 5;   
    localparam real PLL1_DIV_0 = 10;  
    localparam real PLL1_FREQUENCY_MHZ = (INPUT_CLK_FREQUENCY_MHZ / PLL1_DIV * PLL1_MUL) / PLL1_DIV_0;
    localparam real PLL1_PERIOD_NS     = 1000.000 / PLL1_FREQUENCY_MHZ;
    localparam int  PLL2_MUL   = 19;  
    localparam int  PLL2_DIV   = 2;   
    localparam real PLL2_DIV_0 = 40;  
    localparam real PLL2_FREQUENCY_MHZ = (PLL1_FREQUENCY_MHZ / PLL2_DIV * PLL2_MUL) / PLL2_DIV_0;
    localparam real PLL2_PERIOD_NS     = 1000.000 / PLL2_FREQUENCY_MHZ;
    localparam real VGA_CLK_FREQUENCY_MHZ = PLL2_FREQUENCY_MHZ;
    localparam real VGA_CLK_PERIOD_NS     = PLL2_PERIOD_NS;
    localparam int  SIM_CYCLES_PER_SYS_CLK = int'(SYS_CLK_PERIOD_NS);
    localparam int  SIM_CYCLES_PER_VGA_CLK = int'(VGA_CLK_PERIOD_NS);
endpackage
`timescale 1ns / 1ps
package constants;
    localparam bit [31:0] MEMORY_START = 32'h0001_0000;
    localparam bit [31:0] MEMORY_SIZE  = 32'h0000_2000;
    localparam bit [31:0] LEDS_START = 32'h0008_0000;
    localparam bit [31:0] LEDS_SIZE  = 32'h0000_0001;
    localparam bit [31:0] BUTTONS_START = 32'h0008_1000;
    localparam bit [31:0] BUTTONS_SIZE  = 32'h0000_0001;
    localparam bit [31:0] SWITCHES_START = 32'h0008_2000;
    localparam bit [31:0] SWITCHES_SIZE  = 32'h0000_0001;
    localparam bit [31:0] SEGMENTS_START = 32'h0008_3000;
    localparam bit [31:0] SEGMENTS_SIZE  = 32'h0000_0001;
    localparam bit [31:0] UART_START = 32'h0008_4000;
    localparam bit [31:0] UART_SIZE  = 32'h0000_0001;
    localparam bit [31:0] TIMER_START = 32'h0008_5000;
    localparam bit [31:0] TIMER_SIZE  = 32'h0000_0005;
    localparam bit [31:0] VGA_START = 32'h0009_0000;
    localparam bit [31:0] VGA_SIZE  = 32'h0000_9600;  
    localparam bit [31:0] TEST_START = 32'h0012_0000;
    localparam bit [31:0] TEST_SIZE  = 32'h0000_0005;
    localparam bit [31:0] RESET_ADDRESS = 32'h0000_0000;
    localparam bit [31:0] NOP = 32'h00000013;
endpackage
`timescale 1ns / 1ps
package pipeline_status;
    typedef enum logic [3:0] {
        VALID,
        BUBBLE,
        FETCH_MISALIGNED,
        FETCH_FAULT,
        ILLEGAL_INSTRUCTION,
        LOAD_MISALIGNED,
        LOAD_FAULT,
        STORE_MISALIGNED,
        STORE_FAULT,
        ECALL,  
        EBREAK  
    } forwards_t;
    typedef enum logic [1:0] {
        READY,
        STALL,
        JUMP
    } backwards_t;
endpackage
module wishbone_led(
    input  logic clk,
    input  logic rst,
    input  logic [6:0] switches,   
    output logic [6:0] leds,
    input  logic [31:0] alu_result_in,
    input  logic        alu_valid_in
);
    logic [31:0] alu_result_store [0:63];
    logic [5:0]  result_index;
    logic [1:0] mode;
    always_ff @(posedge clk or posedge rst) begin
        if (rst) begin
            result_index <= 0;
        end else if (alu_valid_in) begin
            alu_result_store[result_index] <= alu_result_in;
            result_index <= result_index + 1;
        end
    end
    assign mode = switches[6:5];
    always_comb begin
        if (switches[4:0] < 64) begin
            leds = alu_result_store[switches[4:0]][6:0];
        end else begin
            leds = 7'h00; 
        end
    end
endmodule
==> /design/flow/run.sh <==
#!/bin/bash
# OpenROAD 26Q1-2900-gdf79404cd8, Yosys 0.63+post, stock flow scripts
make -C /OpenROAD-flow-scripts/flow DESIGN_CONFIG=/design/flow/config.mk WORK_HOME=/design/flow/orfs finish
==> impl_metrics.toml <==
# generated from flow reports
[synthesis]
synthTopCellsByCount = "edfxtp_1 (224), nand3_1 (41), a22oi_1 (28)"
yosys_area_um2 = 9522
area_leaders = "edfxtp_1 (71%), a22oi_1 (2.2%), nand3_1 (2.2%), mux2_2 (2.1%), dfrtp_1 (1.6%)"
syn_avg_cell_area_um2 = 15.04
ys_async_sr_fraction_pct = 2.609
edf_count = 224
synth_area_um2 = 9522
synth_top_area_share_pct = 70.64
synth_top_flop_cell = "edfxtp_1"
postSynthSeqShare_pct = 72.22
synthCells = 633
yosys_cells = 633
most_common_cell = "edfxtp_1"
synthDistinctLibCells = 56
top_area_cell = "edfxtp_1"
yosys_warnings = 2
numSynthFlops = 230

[worst_setup_path]
worst_setup_path_start_kind = "input port"
cpPeakStageDelay_ps = 530
crit_path_max_fanout = 13
critPathSlowestCell = "or4_4"
critPathBufInv = 3
arrival_ps = 3060
cp.required_ps = 3120
crit_chain = "dlygate4sd2_1, buf_12, nor2b_1, and3_4, a22o_1, or4_4, o32a_1, clkdlybuf4s50_1"
cp-end-kind = "output pin"
critical_path_class = "in2out"
crit_family = "simple AND/OR/NAND/NOR gates"

[floorplan]
ioPinCount = 49
rows = 56
core-area_um2 = 23400
die_w_um = 156.3
fp.dieArea_um2 = 24430
fp_util_pct = 40.69
die-height_um = 156.3

[global_route]
grt_start_max_net_pins = 33
grt_use_met2_pct = 30.25
grt.overflow.total = 0
grt.met1_usage_pct = 30.21
grt_pass1_vias = 6116
grt_pass1_wl_um = 35050
track_usage_pct = 21.19
antenna_found_initial = 0
grt.busiest_layer = "met2"
grtUsageMet3_pct = 11.87

[power_and_ir_drop]
power_uw = 5536
p_leak_uw = 0.003895
ir_worst_vdd_v = 0.0002527
powerDensity_nw_per_um2 = 483.9

[timing]
finalMaxSlewViolations = 0
worst_pin_slew_ps = 753.8
fin_skew_ps = 11.86
finalSetupViolations = 0
hold_viol = 0
slew_headroom_pct = 49.56
max_freq_mhz = 260.1
grt_setup_unrepaired = "false"
period_minus_slack_ps = 3844
finalClockPeriodUsage_pct = 98.56

[clock_tree]
postCtsSetupBuffers = 0
clk_latency_ps = 520
clk_pin_slew_worst_paths_ps = 50
cts_tree = "done"
cts_sinks = 230
ctsLongestPathBuffers = 3
ctsHoldBuffers = 0
htreeDepth = 1
ctsRootBufferMaster = "clkbuf_16"
cts_buffers = 24

[flow_run]
warning_count = 55
drv_cap = 0

[finish]
syn2layout_area_growth_pct = 20.16
finalNonFillerCells = 1052
layout-drive-gt1-share_pct = 19.65

[placed_design]
globalplace.congestion = 0.9645
io_buffers = 21
dp_cells = 1012
hpwlAfterDp_um = 15720

[routing]
drtIter0Drc = 395
dr.pass1.iters = 5
drc = 0
antenna_left = 0
via_per_inst = 5.572
avgRoutedWirePerCell_um = 21.93
routed_wl_um = 23070
antenna_cells = 0
vias = 5862

[worst_hold_path]
worstHoldPathType = "reg2reg"

[run_status]
status = "finished, final reports clean"
[final timing paths]
check	startpoint	end	slack, ps	depth (start not counted)
hold / removal	result_index[4]	result_index[4]	480	1
setup / recovery	switches[4]	leds[5]	60	8
max in group asynchronous	rst	result_index[0]	3160	2
min in group asynchronous	rst	result_index[4]	550	2
setup reg to reg	result_index[4]	alu_result_store[2][2]	1420	3
hold reg to reg	result_index[4]	result_index[4]	480	1
[placed cells by master, fill, tap and decap left out, types with 3 or more instances in the layout]
cell type and n:
nor3b_1 10, nand2b_1 8, and4b_1 6, a31oi_1 7, inv_1 6, and3b_1 12
a22oi_1 28, nand2_1 20, dfrtp_1 6, clkinv_1 5, ha_1 4, nor3_1 8
a211oi_1 9, nor2_1 25, o21ai_0 17, a21oi_1 10, and2_1 18, o21ai_1 3
mux2i_1 7, edfxtp_1 224, buf_12 8, mux2_2 18, a22o_1 17, o2bb2ai_1 5
clkdlybuf4s50_1 15, xor2_1 3, clkbuf_16 24, nor4bb_1 5, buf_4 73, nand3_1 41
and3_1 10, nor2b_1 10, o221ai_1 5, nor4_1 6, clkbuf_1 5, nand4_1 7
a32oi_1 5
[stage by stage]
step | instance area, um^2 | utilization, % | hold slack [ps] | setup TNS (ps) | worst slack, ps
floorplan | 9522 | - | 455.6 | 0 | 746.1
global placement | 10640 | 45.47 | 471.0 | -1143 | -206.1
detailed placement | 10640 | 45.47 | 475.9 | -1540 | -246.2
CTS | 11420 | 48.80 | 483.6 | 0 | 13.55
global route | 11440 | 48.89 | 498.7 | 0 | 0.3224
finish | 11440 | 48.89 | 480.3 | 0 | 55.98
[sequential cells by signal, summed over array words and instances (netlist names)]
register / count
alu_result_store: 224
result_index: 6
[power breakdown]
group	switching [uW]	internal [uW]	total (uW)
registers	60.2	2810	2870
logic	339	218	557
clock network	858	1250	2110
[cell type report]
type | count | area (um^2)
Fill cell | 1942 | 11960
Sequential cell | 230 | 6877
Multi-Input combinational cell | 355 | 2471
Timing Repair Buffer | 103 | 944.7
Clock buffer | 29 | 619.3
Tap cell | 319 | 399.1
Clock inverter | 10 | 107.6
Inverter | 6 | 22.52
[cells by family (layout without fill, tap and decap cells)]
kind of cell	after synthesis	in the layout	synth area share, %
adders and majority gates	4	4	0.5256
xor gates and xnor gates	5	5	0.4600
and+or+nand+nor	201	201	12.52
muxes	25	25	2.865
buffers and inverters	48	148	2.208
AOI/OAI and AO/OA	120	120	9.198
DFF	230	230	72.22
[layer usage]
metal	vias to the layer above	share of wire, %
met2	324	45
met1	2817	39
met3	37	13
met5	-	0
li1	2684	-
met4	0	2.5
[repair_timing]
action                                  4_1_cts  5_1_grt
endpoints found under the setup margin        7        7
pin swaps                                     3        6
gates resized                                10        5
gates cloned                                  1        0
hold endpoints to repair                      0        0
